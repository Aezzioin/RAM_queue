===== ./design.v =====
module clock_divider
(
    input clk,
    output reg clk_div
); 
    reg [31:0] counter;
    initial begin
        counter = 32'd0;
        clk_div = 0;
    end
    always @(posedge clk) begin
        if(counter == 32'd50_000_000) begin
            counter <= 0;
            clk_div = ~clk_div;
        end
        else
            counter = counter + 32'd1;
    end
endmodule
module control
(
	input clk, rst_n, 
	input underflow, overflow,
	input cmd,active,
	output reg add, remove, update, op_select,
	output reg signal_underflow, signal_overflow
);
	reg [2:0] c_state, n_state;
	always @ (posedge clk or negedge rst_n) begin
		if (!rst_n)
			c_state <= 3'b001;
		else
			c_state <= n_state;
	end
	always @ (c_state, cmd, active, underflow, overflow) begin
		add = 0; 
		remove = 0; 
		update = 0; 
		op_select = 0; 
		signal_underflow = 0; 
		signal_overflow = 0;
		case (c_state)
			3'b001: 
				begin
					if (active) 
						if (cmd) 
							if (overflow) 
								n_state = 3'b101; 
							else 
								n_state = 3'b010;
						else
							if (underflow) 
								n_state = 3'b100; 
							else 
								n_state = 3'b011;
					else
						n_state = 3'b001;
				end
			3'b010:
				begin
					add = 1;
					remove = 0;
					update = 1;
					op_select = 0;
					n_state = 3'b001;
				end
			3'b011:
				begin
					add = 0;
					remove = 1;
					update = 1;
					op_select = 1;
					n_state = 3'b001;
				end
			3'b101:
				begin
					signal_overflow = 1;
					n_state = 3'b001;
				end
			3'b100:
				begin
					signal_underflow = 1;
					n_state = 3'b001;
				end
		endcase
	end
endmodule
module datapath
#(
	parameter DATA_WIDTH = 6, ADDR_WIDTH = 4
)
(	
	input clk, rst_n,
	input [DATA_WIDTH - 1:0] data_in,
	input add, remove, update, op_select, we, re,
	output [ADDR_WIDTH - 1:0] addr_out,
	output [DATA_WIDTH - 1:0] data_out,
	output underflow, overflow
);	
	wire [ADDR_WIDTH - 1: 0] tail_out, tail_in, head_out, head_in;
	wire [ADDR_WIDTH - 1: 0] t_addr, t_addr_out;
	wire [ADDR_WIDTH - 1: 0] counter_out, counter_in;
	register #(.Width(ADDR_WIDTH)) tail
	(
		.out  (tail_out),
		.in   (tail_in ),
		.rst_n(rst_n  ),
		.load (add     ),
		.clk  (clk     )
	);
	assign tail_in = tail_out + 1;
	register #(.Width(ADDR_WIDTH)) head
	(
		.out  (head_out),
		.in   (head_in ),
		.rst_n(rst_n  ),
		.load (remove  ),
		.clk  (clk     )
	);
	assign head_in = head_out + 1;
	assign t_addr = op_select ? head_out : tail_out;
	register #(.Width(ADDR_WIDTH)) counter
	(
		.out  (counter_out),
		.in   (counter_in ),
		.rst_n(rst_n     ),
		.load (update     ),
		.clk  (clk        )
	);
	assign counter_in = op_select ? counter_out - 1 : counter_out + 1;
	ram #(.DATA_WIDTH(DATA_WIDTH), .ADDR_WIDTH(ADDR_WIDTH) ) queue 
	(	
		.data_in(data_in),
		.addr(t_addr),
		.write_en(we),
		.read_en(re),
		.clk(clk),
		.rst_n(rst_n),
		.data_out(data_out),
		.addr_out(addr_out)
	);
	assign underflow = counter_out == 0;
	assign overflow  = counter_out == {ADDR_WIDTH {1'b1}};
endmodule
module numtodata (
    input bit0,
    input bit1,
    input bit2,
    input bit3,
    input bit4,
    output reg [5:0] data
);
always @(*) begin
    case (1'b1)
        bit0: data = 6'd11;   
        bit1: data = 6'd22;   
        bit2: data = 6'd33;   
        bit3: data = 6'd44;   
        bit4: data = 6'd55;   
        default: data = 6'd0;  
    endcase
end
endmodule
module ram
#( 
	parameter DATA_WIDTH = 6, 
	parameter ADDR_WIDTH = 4 
)
(
	input  clk, rst_n,
	input  write_en, read_en, 
	input  [(ADDR_WIDTH-1):0] addr,
	input  [(DATA_WIDTH-1):0] data_in,
	output [(DATA_WIDTH-1):0] data_out,
	output [(ADDR_WIDTH-1):0] addr_out
);
	reg [DATA_WIDTH-1:0] ram_reg[2**ADDR_WIDTH-1:0];
	reg [ADDR_WIDTH-1:0] addr_reg;
	integer i;
	always @ (posedge clk or negedge rst_n) begin
		if (!rst_n) begin
			for (i = 0; i < 2**ADDR_WIDTH; i = i + 1)
				ram_reg[i] <= 0;
			addr_reg <= 0;
		end
		else begin
			if (write_en)
				ram_reg[addr] <= data_in;
			if (read_en)
				addr_reg <= addr;
		end
	end
	assign addr_out = addr_reg;
	assign data_out = ram_reg[addr_reg];
endmodule
module register
#(
	parameter	Width = 4
)
(	
	input					rst_n, load, clk,
	input 	   [Width-1:0] 	in,
	output reg [Width-1:0] 	out
);
	always @(posedge clk or negedge rst_n) begin
		if (!rst_n)
			out <= 0;
		else if (load)
			out <= in;
	end
endmodule
module ssdisplay(
    input [5:0] data,        
    output reg [7:0] display0,  
    output reg [7:0] display1   
);
    function [7:0] seven_seg;
        input [3:0] digit;
        case (digit)
            4'd0: seven_seg = 8'b11000000;  
            4'd1: seven_seg = 8'b11111001;  
            4'd2: seven_seg = 8'b10100100;  
            4'd3: seven_seg = 8'b10110000;  
            4'd4: seven_seg = 8'b10011001;  
            4'd5: seven_seg = 8'b10010010;  
            4'd6: seven_seg = 8'b10000010;  
            4'd7: seven_seg = 8'b11111000;  
            4'd8: seven_seg = 8'b10000000;  
            4'd9: seven_seg = 8'b10010000;  
            default: seven_seg = 8'b11111111;  
        endcase
    endfunction
    reg [3:0] tens;  
    reg [3:0] ones;  
    always @(*) begin
        tens = data / 10;
        ones = data % 10;
        display1 = seven_seg(tens);
        display0 = seven_seg(ones);
    end
endmodule
module top
#(
	parameter DATA_WIDTH = 6, 
    parameter ADDR_WIDTH = 4
)
(   input clk, rst_n,
    input active,cmd,
    input  [DATA_WIDTH - 1:0] data_in,
    output signal_underflow,signal_overflow,
    output [ADDR_WIDTH - 1:0] addr_out,
    output [DATA_WIDTH - 1:0] data_out
);
    wire add_wire, remove_wire, update_wire, op_select_wire;
    wire underflow_wire, overflow_wire;
    datapath #(.DATA_WIDTH(DATA_WIDTH), .ADDR_WIDTH(ADDR_WIDTH) ) datapath_inst
	(	
		.clk(clk), 
        .rst_n(rst_n), 
        .we(add_wire), 
        .re(remove_wire),
        .op_select(op_select_wire), 
        .remove(remove_wire), 
        .add(add_wire), 
        .update(update_wire),
		.data_in(data_in),
        .addr_out(addr_out),
		.data_out(data_out),
		.underflow(underflow_wire), 
        .overflow(overflow_wire)
	);
    control control_inst
    (
	    .clk(clk), 
        .rst_n(rst_n), 
        .active(active),
        .cmd(cmd),
        .underflow(underflow_wire), 
        .overflow(overflow_wire),
        .op_select(op_select_wire), 
        .remove(remove_wire), 
        .add(add_wire), 
        .update(update_wire),
        .signal_underflow(signal_underflow),
        .signal_overflow(signal_overflow)
    );
endmodule
module top_plat
(
    input clock50MHz0,
    input button0,
    input   switch0,
			switch1,
            switch2,
            switch3,
            switch4,
            switch8,
            switch9,
    output led9,led8,
    output led0,led1,
    output [7:0] display0,display1,display2,display3,display4,display5
);
    wire CLK_50M = clock50MHz0;
    wire RST_N = button0;
    assign led1 = RST_N;
	wire [5:0] data_in;
    numtodata numtodata_inst(
        .bit0(switch0),
        .bit1(switch1),
        .bit2(switch2),
        .bit3(switch3),
        .bit4(switch4),
        .data(data_in)
    );
    wire CLK_1s;
    clock_divider clock_divider_inst
    (
        .clk(CLK_50M),
        .clk_div(CLK_1s)
    );
    assign led0 = CLK_1s;
    wire [5:0] data_out;
    wire [3:0] addr_out4;
    top #(.DATA_WIDTH(6), .ADDR_WIDTH(4) ) top_inst
    (
        .clk(CLK_1s), 
        .rst_n(RST_N), 
        .active(switch9),
        .cmd(switch8),
        .data_in(data_in),
        .signal_overflow(led9),
        .signal_underflow(led8),
        .addr_out(addr_out4),
        .data_out(data_out)
    );
    wire [5:0] addr_out6;
    assign addr_out6 = {2'b00, addr_out4}; 
    ssdisplay ssdisplay_inst_addr (
        .data(addr_out6),
        .display0(display2),
        .display1(display3)
    );
    ssdisplay ssdisplay_inst_out_data (
        .data(data_out),
        .display0(display0),
        .display1(display1)
    );
    ssdisplay ssdisplay_inst_in_data (
        .data(data_in),
        .display0(display4),
        .display1(display5)
    );
endmodule

===== ./run.sh =====
#!/bin/bash
# OpenROAD 26Q1-2900-gdf79404cd8, Yosys 0.63+post, stock flow scripts
make -C /OpenROAD-flow-scripts/flow DESIGN_CONFIG=/design/flow/config.mk WORK_HOME=/design/flow/orfs finish

===== ./constraint.sdc =====
current_design top_plat

set clk_period 5.1
set clk_io_pct 0.2

create_clock -name clk0 -period $clk_period [get_ports {clock50MHz0}]

set non_clock_inputs [all_inputs -no_clocks]
set_input_delay [expr $clk_period * $clk_io_pct] -clock clk0 $non_clock_inputs
set_output_delay [expr $clk_period * $clk_io_pct] -clock clk0 [all_outputs]

===== ./config.mk =====
export PLATFORM = sky130hd
export DESIGN_NAME = top_plat
export DESIGN_NICKNAME = top_plat
export VERILOG_FILES = /design/flow/design.v
export SDC_FILE = /design/flow/constraint.sdc
export NUM_CORES = 4
export LEC_CHECK = 1
export CORE_UTILIZATION = 40

==> flow_summary_export.csv <==
group,metric,value,unit
outcome,outcome,"complete, no violations",
setup_path,critPathTopFamily,"simple AND/OR/NAND/NOR gates",
final_timing,rsz0062_at_grt,"true",
final_timing,finalCriticalPeriod,5.06,ns
final_timing,finClkSkew,0.00458,ns
place,gp_congestion,0.907,
final_layout,largest_reg_flops,96,
detailed_routing,via_count,7028,
die,die-height,151,um
place,hpwl,15.0,mm
clocking,ctsHoldBuffers,0,
final_layout,syn_to_final_growth,14.9,%
die,fp_util,40.8,%
final_timing,maxSlewHeadroom,44.4,%
synth,ys_ff,151,
die,num_rows,54,
setup_path,end_kind,"output port",
clocking,clockRootBuffer,"clkbuf_16",
final_layout,stdcell_area,10200,um2
synth,ys_cells,972,
die,die_area,22900,um2
hold_path,hp-class,"flop to flop",
setup_path,cpPeakStageDelay,0.40,ns
final_timing,fin_crit_sh,99.2,%
final_timing,hold_viol,0,
setup_path,cp_max_fo,4,
setup_path,slowest_stage,"or3_4",
final_layout,instances_no_fill,1320,
power,worst_ir_drop_vdd,0.178,mV
detailed_routing,drtPass1Iterations,5,
clocking,clk_pin_slew,0.05,ns
detailed_routing,num_antenna_cells,0,
synth,synth_cell_type_count,97,
synth,syn_area_per_cell,9.17,um2
detailed_routing,drc,0,
detailed_routing,postRouteAntennaNets,0,
setup_path,critPathCapture,"display4[5]",
clocking,cts_buffer_depth,2,
final_timing,setup_viol,0,
setup_path,worstSetupPathType,"primary input to output port",
final_timing,tightest_slew,0.827,ns
setup_path,crit_required,4.08,ns
clocking,cts_tree,"done",
global_route,grt_max_degree,68,
clocking,numCtsBuffers,5,
power,power_leakage,4.44,nW
clocking,cts_max_level,2,
setup_path,startpoint_type,"primary input",
die,boundaryPins,61,
setup_path,cp.arrival,4.04,ns
final_timing,fmax,198,MHz
clocking,clock_latency,0.27,ns
place,io_buffers,51,
place,place.detailed.instances,1303,
hold_path,min_path_cells,1,
synth,synthCells,972,
setup_path,r2r_start,"clock_divider_inst.counter[0]$_SDFF_PN0_",
detailed_routing,viasPerCell,5.32,
synth,synthesis.area,8910,um2
synth,ff_type,"dfrtp_1",
final_timing,unconstrained_endpoints,145,
final_timing,unclocked_pins,118,
detailed_routing,wirelength,20.9,mm
setup_path,path_cells,"buf_6 > inv_2 > and3_4 > nor2_4 > nor2_4 > inv_2 > ha_4 > nand2b_4 > ha_4 > a21oi_2 > nor3_2 > or3_4 > xnor2_4 > ha_4 > o21a_1 > or2_4 > nor2_4 > buf_6 > a21oi_2 > nor2_1 > nor2_1 > clkbuf_2",
global_route,grt_use_total,19.7,%
synth,ys_area,8910,um2
synth,synth-edff-count,1,
final_layout,drive_gt1_share,16.7,%
final_timing,slew_violations,0,
die,core_region_area,21800,um2
job,cap_violations,0,
synth,yosysWarnings,7,
setup_path,rr_worst_depth,7,
die,die_w,151,um
global_route,grt_pass1_vias,6454,
power,p_per_area,78.1,nW/um2
detailed_routing,wl_per_cell,15.9,um
hold_path,hold_start,"clock_divider_inst.counter[31]$_SDFF_PN0_",
setup_path,rrSetupSlack,2.77,ns
detailed_routing,drtIter0Drc,384,
setup_path,cp.depth,22,
synth,postSynth.asyncResetShare,76.2,%
place,placed_area,9850,um2
setup_path,critPathBufInv,5,
setup_path,rr_endpoint,"clock_divider_inst.counter[30]$_SDFF_PN0_",
global_route,grt.overflow.total,0,
global_route,grt_pass1_wl,34.3,mm
setup_path,crit_path_start,"switch2",
job,log.warning_count,50,
global_route,antenna_found_initial,0,
==> report_power, final <==
part	internal (mW)	switching, mW	total, mW
clock network	0.224	0.0988	0.322
registers	0.259	0.0000202	0.259
logic	0.106	0.112	0.218
==> metal layers <==
metal  part of all wire (%)  track usage (%)  vias up
met3                    5.2             3.04       16
met2                     44             29.3      173
met5                      0                0        -
met4                    1.2             2.15        0
li1                       -                -     3509
met1                     49             32.0     3330
==> synthesized netlist by cell type (6+ instances only) <==
| library cell | number | area share (%) |
|---|---|---|
| a21oi_1 | 58 | 3.3 |
| o211ai_1 | 7 | 0.59 |
| xnor2_1 | 25 | 2.5 |
| nor2b_1 | 13 | 0.91 |
| buf_2 | 6 | 0.34 |
| nand3_1 | 24 | 1.3 |
| a21o_1 | 7 | 0.59 |
| and2_1 | 6 | 0.42 |
| dfxtp_1 | 32 | 7.2 |
| inv_1 | 43 | 1.8 |
| dfrtp_1 | 114 | 32 |
| o21a_1 | 13 | 1.1 |
| nand2b_1 | 12 | 0.84 |
| and3_1 | 10 | 0.70 |
| mux2i_1 | 13 | 1.5 |
| buf_4 | 16 | 1.3 |
| clkbuf_1 | 23 | 0.97 |
| nand2_1 | 104 | 4.4 |
| xor2_1 | 19 | 1.9 |
| a22o_1 | 8 | 0.79 |
| o21ai_0 | 70 | 3.9 |
| ha_1 | 41 | 5.8 |
| a31oi_1 | 7 | 0.49 |
| a22oi_1 | 7 | 0.59 |
| nand4_1 | 12 | 0.84 |
| buf_6 | 8 | 1.0 |
| mux2_2 | 31 | 3.9 |
| o22ai_1 | 6 | 0.42 |
| nor3_1 | 14 | 0.79 |
| or3_1 | 6 | 0.42 |
| nor2_1 | 102 | 4.3 |
==> worst min path at each step <==
stage / to / slack (ns)
4_1_cts: clock_divider_inst.counter[31]$_SDFF_PN0_ / 0.47
6_report: clock_divider_inst.counter[31]$_SDFF_PN0_ / 0.46
5_1_grt: clock_divider_inst.counter[0]$_SDFF_PN0_ / 0.49
==> layout make-up <==
class                      instances  area (um2)
fill                            2081       11600
multi-input combinational        721        4980
inverter                          52         203
clock buffer                       8         168
sequential                       151        3590
tap                              280         350
timing repair buffer             108         945
==> per-stage QoR <==
step           worst slack (ns)  total power [mW]  TNS, ns  hold slack, ns  util, %
2_1_floorplan            0.0157             0.343        0           0.431        -
3_3_place_gp             -0.571             0.453    -4.08           0.454     45.1
3_5_place_dp             -0.637             0.450    -4.55           0.457     45.1
4_1_cts                  -0.592             0.784    -4.12           0.469     46.0
5_1_grt                  -0.131             0.843   -0.369           0.487     46.9
6_report                 0.0397             0.799        0           0.461     46.9
==> placed cells by master (no fill, tap or decap), types with 8 or more instances in the layout <==
| cell | instances |
|---|---|
| nand2b_1 | 11 |
| clkdlybuf4s50_1 | 38 |
| nor3_1 | 11 |
| and3_1 | 9 |
| inv_1 | 40 |
| dfxtp_1 | 32 |
| a22o_1 | 8 |
| ha_1 | 38 |
| nor2_1 | 97 |
| mux2i_1 | 12 |
| nor2b_1 | 12 |
| o21a_1 | 13 |
| conb_1 | 9 |
| nand2_1 | 103 |
| xnor2_1 | 24 |
| inv_2 | 8 |
| buf_4 | 55 |
| nand3_1 | 24 |
| a21oi_1 | 54 |
| dfrtp_1 | 114 |
| nand4_1 | 12 |
| xor2_1 | 19 |
| mux2_2 | 31 |
| o21ai_0 | 67 |
==> timing repair <==
action                                  4_1_cts  5_1_grt
endpoints found under the setup margin       13       14
resized                                       7       48
pin swaps                                     3       17
setup buffers                                 0        9
endpoints found under the hold margin         0        0
==> kinds of logic (layout without fill, tap and decap cells) <==
logic type      after synthesis  count (layout)  synth area share, %
compound gates              245             245                 19.5
xor+xnor                     45              45                 4.51
fa+ha+maj                    42              42                 5.98
buf+inv                     107             168                 6.04
flops                       148             148                 39.8
latches                       3               3                0.505
mux                          50              50                 6.23
other cells                   2               9               0.0843
simple gates                330             330                 17.3
Power figures rest on the tool's default switching activity, not on a simulated workload.
